==> /design/flow/config.mk <==
export PLATFORM = sky130hd
export DESIGN_NAME = todoPID
export DESIGN_NICKNAME = todoPID
export VERILOG_FILES = /design/flow/design.v
export SDC_FILE = /design/flow/constraint.sdc
export NUM_CORES = 4
export LEC_CHECK = 1
export CORE_UTILIZATION = 40
==> /design/flow/constraint.sdc <==
current_design todoPID

set clk_period 10.7
set clk_io_pct 0.2

create_clock -name clk0 -period $clk_period [get_ports {clk}]

set non_clock_inputs [all_inputs -no_clocks]
set_input_delay [expr $clk_period * $clk_io_pct] -clock clk0 $non_clock_inputs
set_output_delay [expr $clk_period * $clk_io_pct] -clock clk0 [all_outputs]
==> /design/flow/design.v <==
`timescale 1ns / 1ps
module multiplicador(constante,multiplicador,salida);
input signed [7:0]constante,multiplicador;
output wire[15:0]salida;
assign salida=constante*multiplicador;
endmodule
`timescale 1ns / 1ps
module D(clk,rst,etapa5,etapa3,kd,yact,Dsal);
input clk,rst,etapa5,etapa3;
input [8:0]kd,yact;
output wire [17:0]Dsal;
wire [8:0]yant,ysub;
wire [17:0]kdysub,guardado;
registro16bits salidapd(clk,rst,etapa3,kdysub,guardado);
restador8bits ymenos(yact,yant,ysub);
multiplicador multi(kd,ysub,kdysub);
registro8bits anterior(clk,rst,etapa5,yact,yant);
assign Dsal=guardado;
endmodule
`timescale 1ns / 1ps
module I(clk,rst,etapa5,etapa2,yact,ref,ki,Isal);
input clk,rst,etapa5,etapa2;
input [8:0]yact,ref,ki;
output wire[17:0] Isal;
wire [8:0]dif;
wire [17:0]kiek,iant,salida,guardado;
restador8bits restador(ref,yact,dif);
multiplicador multip(ki,dif,kiek);
sumador16bits suma(iant,kiek,salida);
registro16bits ianterior(clk,rst,etapa5,guardado,iant);
registro16bits sigue(clk,rst,etapa2,salida,guardado);
assign Isal=guardado;
endmodule
`timescale 1ns / 1ps
module P(clk,rst,etapa2,kp,yact,propo);
input clk,rst,etapa2;
input signed [8:0]yact,kp;
output wire [17:0]propo;
wire [17:0]salida,guardado;
multiplicador multipique(kp,yact,salida);
registro16bits guarde(clk,rst,etapa2,salida,guardado);
assign propo=guardado; 
endmodule
`timescale 1ns / 1ps
module PIDgeneral(clk,rst,etapa2,etapa3,etapa4,yactual,referencia,ki,kd,kp,PWMin);
input clk,rst,etapa2,etapa3,etapa4;
input[8:0] yactual,referencia,ki,kd,kp;
output wire [17:0]PWMin;
wire [17:0]Isal,propo,dato,Pids;
P proporcional(clk,rst,etapa2,kp,yactual,propo); 
I integral(clk,rst,etapa4,etapa2,yactual,referencia,ki,Isal); 
restador16bits restPI(Isal,propo,dato); 
registro16bits guardaresta(clk,rst,etapa3,dato,Pids); 
wire [17:0]Dsal,restatodo,fin;
D derivada(clk,rst,etapa4,etapa3,kd,yactual,Dsal); 
restador16bits restPID(Pids,Dsal,restatodo); 
registro16bits guardatodo(clk,rst,etapa4,restatodo,fin); 
assign PWMin=fin;
endmodule
`timescale 1ns / 1ps
module controldelPID(clk,rst,tiempo,seg,ena1,ena2,ki,kd,kp,rst1,etapa2,etapa3,etapa4);
input clk,tiempo,rst,seg;
output reg ena1,ena2,rst1,etapa2,etapa3,etapa4;
output reg [8:0] ki,kp,kd;
reg [2:0] pres,futu;
	parameter 
	t0=3'b000,
	t1=3'b001,
	t2=3'b010,
	t3=3'b011,
	t4=3'b100,
	t5=3'b101,
	t6=3'b110,
	t7=3'b111;
always @(posedge clk or posedge rst)
	if (rst)
		pres=0;
	else
		pres=futu;
always @(pres or tiempo or seg)
	case(pres)
	t0: futu=t1;
	t1: if(seg)
			futu=t2;
		 else
			futu=t1;
	t2: if(seg)
			futu=t3;
		 else
			futu=t2;
	t3: if(seg)
			futu=t4;
		 else
			futu=t3;
	t4: if(seg)
			futu=t5;
		 else
			futu=t4;
	t5:futu=t6;
	t6: futu=t7;
	t7: if(tiempo)
			futu=t0;
		 else
			futu=t7;
	endcase
always @(pres)
	case(pres)
		t0:begin 
			ena1=0;
			ena2=0;
			rst1=1;
			ki=9'd504;
			kp=9'd493;
			kd=9'd436;
			etapa2=0;
			etapa3=0;
			etapa4=0;end
		t1:begin 
			ena1=1;
			ena2=0;
			rst1=0;
			ki=9'd7;
			kp=9'd18;
			kd=9'd150;
			etapa2=0;
			etapa3=0;
			etapa4=0;end
		t2:begin 
			ena1=1;
			ena2=0;
			rst1=0;
			ki=9'd7;
			kp=9'd18;
			kd=9'd150;
			etapa2=1;
			etapa3=0;
			etapa4=0;end
		t3:begin 
			ena1=1;
			ena2=0;
			rst1=0;
			ki=9'd7;
			kp=9'd18;
			kd=9'd150;
			etapa2=0;
			etapa3=1;
			etapa4=0;end
		t4:begin 
			ena1=1;
			ena2=0;
			rst1=0;
			ki=9'd7;
			kp=9'd18;
			kd=9'd150;
			etapa2=0;
			etapa3=0;
			etapa4=1;end
		t5:begin 
			ena1=1;
			ena2=0;
			rst1=0;
			ki=9'd7;
			kp=9'd18;
			kd=9'd150;
			etapa2=0;
			etapa3=0;
			etapa4=0;end
		t6:begin 
			ena1=1;
			ena2=0;
			rst1=0;
			ki=9'd7;
			kp=9'd18;
			kd=9'd150;
			etapa2=0;
			etapa3=0;
			etapa4=0;end
		t7:begin 
			ena1=1;
			ena2=1;
			rst1=0;
			ki=9'd7;
			kp=9'd18;
			kd=9'd150;
			etapa2=0;
			etapa3=0;
			etapa4=0;end
	endcase
endmodule
`timescale 1ns / 1ps
module cuentatiempos(clk,rst1,ena1,salidaz1,salida2);
input clk,rst1,ena1;
output wire salidaz1;
output wire salida2;
reg [19:0] cuenta;
always @(posedge clk)
	if(rst1)
		cuenta=20'b0;
	else if (ena1)
		cuenta=cuenta+1'b1;
	else 
		cuenta=cuenta;
assign salidaz1=(cuenta==20'd25000);
assign salida2=&cuenta[1:0];
endmodule
`timescale 1ns / 1ps
module registro16bits(clk,rst,ena,dato,guardado);
input clk,ena,rst;
input [17:0]dato;
output reg [17:0]guardado;
always @(posedge clk)
	if(rst)
		guardado=18'b0;
	else if(ena)
				guardado=dato;
			else 
				guardado=guardado;
endmodule
`timescale 1ns / 1ps
module registro8bits(clk,rst,ena,dato,guardado);
input clk,ena,rst;
input [8:0]dato;
output reg [8:0]guardado;
always @(posedge clk)
	if(rst)
		guardado=8'b0;
	else if(ena)
				guardado=dato;
			else 
				guardado=guardado;
endmodule
`timescale 1ns / 1ps
module restador8bits(entrada1,entrada2,salida);
input[8:0]entrada1,entrada2;
output wire[8:0]salida;
assign salida=entrada1-entrada2;
endmodule
`timescale 1ns / 1ps
module restador16bits(entrada1,entrada2,salida);
input[17:0]entrada1,entrada2;
output wire[17:0]salida;
assign salida=entrada1-entrada2;
endmodule
`timescale 1ns / 1ps
module sumador16bits(entrada1,entrada2,salida);
input [17:0]entrada1,entrada2;
output wire [17:0]salida;
assign salida=entrada1+entrada2;
endmodule
`timescale 1ns / 1ps
module todoPID(clk,rst,yactual,referencia,ena2,PWMin);
input clk,rst;
input [8:0]yactual,referencia;
output wire ena2;
output wire [17:0]PWMin;
wire etapa2,etapa3,etapa4,ena1,seg,tiempo,rst1;
wire [8:0]ki,kp,kd;
PIDgeneral fisico(clk,rst,etapa2,etapa3,etapa4,yactual,referencia,ki,kd,kp,PWMin); 
controldelPID FSM(clk,rst,tiempo,seg,ena1,ena2,ki,kd,kp,rst1,etapa2,etapa3,etapa4);
cuentatiempos periodo(clk,rst1,ena1,tiempo,seg); 
endmodule
==> /design/flow/run.sh <==
#!/bin/bash
# OpenROAD 26Q1-2900-gdf79404cd8, Yosys 0.63+post, stock flow scripts
make -C /OpenROAD-flow-scripts/flow DESIGN_CONFIG=/design/flow/config.mk WORK_HOME=/design/flow/orfs finish
==> results.tsv <==
metric	value	unit
run status	complete, no violations	
CP delay by family, top	adder cells	
average wire per standard cell	13.5	um
Placed Instance Area	13700	sq um
clock tree root driver cell	sky130_fd_sc_hd__clkbuf_16	
OpenROAD warning count	31	
distinct cell type count after synthesis	75	
pin count of the biggest net entering global routing	69	
YS chip area	13000	sq um
Final Hold Vio Count	0	
Layout Area Growth over Synthesis	10.7	%
clock buffer depth	2	
detailed-routing iteration count for the pre-antenna-repair pass	4	
final hold slack	0.448	ns
Max VDD drop	0.105	mV
half-perimeter wire length of the detailed placement result	21.2	mm
post-layout power	2.24	mW
Critical Path Fanout Max	5	
final weighted congestion of routability-driven global placement	0.887	
core utilization at floorplan	40.9	%
count of instantiated cells in the yosys netlist	1556	
ANT nets after route	0	
final setup violation count	0	
primary flip-flop cell chosen by synthesis mapping	sky130_fd_sc_hd__dfxtp_1	
Data arrival, critical path	9.50	ns
CP dominant cell by count	sky130_fd_sc_hd__inv_1	
syn avg cell area	8.34	sq um
Fillers	3035	
remaining global-route overflow	0	
clk ins delay skew pair	0.42	ns
final slew viol count	0	
stage delay of the slowest cell on the critical path	0.57	ns
actual transition at the worst max-transition pin	0.755	ns
via count of the first global-routing pass	9650	
Flop area	2700	sq um
final std cell area, no fill	14400	sq um
clock sink count	134	
Yosys warning count	13	
overall global routing resource usage	17.9	%
1st-iter DRT viols	506	
vias per inst	4.99	
TritonCTS clock tree	done	
Synth flops	134	
worst min path class	register to register	
FP Rows	65	
DRC violation count after routing	0	
vertical die dimension	182	um
wire length of the first global-routing pass	47.0	mm
detailed-route via count	9900	
chip area	33200	sq um
post-layout minimum cycle time	9.20	ns
antenna violations before repair	0	
sort of element at the start of the critical path	primary input	
layout cells sized above 1	4.93	%
fraction of the yosys area taken by sequential cells	20.8	%
H-tree depth	4	
logic area	9140	sq um
RSZ-0062 raised after global routing	false	
CP Class	primary input to register	
total inserted antenna cells	0	
clock slew seen by the registers of the worst setup and hold paths	0.06	ns
post_cts resized	0	
# hold bufs at CTS	0	
Crit path buffers/inverters	6	
post-CTS repair timing setup buffer count	0	
portion of the clock cycle consumed by the worst path in the final layout	86.0	%
Boundary Pins	39	
Data required, critical path	11.00	ns
CTS buffer count	17	
Worst path slowest cell	sky130_fd_sc_hd__clkdlybuf4s50_1	
maximum capacitance violations	0	
post-synthesis cell area	13000	sq um
Slew headroom	49.6	%
width of the chip	182	um
number of port buffers	36	
LEAKAGE	6.43	nW
EDFF count, synth	0	
total power density per cell area	156	nW/um^2
synthesized instance count	1556	
Core Footprint	31700	sq um
clk_skew	0.00887	ns
ys async rst share	2.24	%
Setup crit end kind	register	
maximum clock rate	109	MHz
Total Neg Setup Slack	0	ns
final wirelength	26.8	mm
synthesized netlist by cell type, drive strengths merged (3+ instances only):
cell    count  area share [%]
inv       255             7.4
or4         6            0.35
or3        17            0.87
dfxtp     131              20
o21a       14            0.81
and3        8            0.39
xnor2      50             3.4
dfrtp       3            0.58
a21boi      6            0.35
nand4b      3            0.20
nor2b      13            0.68
nand3b      8            0.46
a211oi     22             1.3
clkbuf     47             1.4
nand2b     13            0.63
nand3      31             1.2
o311ai      3            0.20
o22ai       3            0.19
nor2       98             2.8
o31ai       7            0.55
a21oi     123             4.7
fa        118              18
nand2     185             5.3
o211ai      6            0.35
a21o       22             1.3
nor4        5            0.24
buf         7            0.25
o21ai      52             2.1
and2        7            0.34
o21bai      5            0.29
or2         9            0.43
xor2       33             2.2
ha        153              15
nor4b       5            0.34
nor3       33             1.3
mux2i       3            0.23
o31a        3            0.20
a31oi      15            0.93
nand4       8            0.39
stage by stage:
step	utilization [%]	worst slack (ns)	cells
after floorplan	-	2.19	1556
after global placement	43.3	0.982	1952
after detailed placement	43.3	1.02	1952
after CTS	45.3	1.41	1983
after global routing	45.3	0.882	1983
final	45.3	1.50	1983
metal layers:
layer  vias up  wire (um)  global-route usage (%)
li1       5170          -                       -
met1      4563      13700                    28.3
met2       155      11500                    27.4
met3        12       1330                    3.54
met4         0        248                    1.38
met5         -          0                       0
cell families after synthesis:
group                    synth area share (%)
XOR/XNOR                                 5.60
adder cells (fa/ha/maj)                  32.9
buffers and inverters                    8.99
AND-OR/OR-AND                            15.4
multiplexers                            0.231
flip-flops                               20.8
AND/OR/NAND/NOR                          16.1
worst register-to-register path: stages (launching register included):
cell and delay (ns):
sky130_fd_sc_hd__dfrtp_1 0.57, sky130_fd_sc_hd__or3_1 0.42, sky130_fd_sc_hd__nor2_1 0.18, sky130_fd_sc_hd__fa_1 0.59, sky130_fd_sc_hd__inv_1 0.15, sky130_fd_sc_hd__fa_1 0.55, sky130_fd_sc_hd__inv_1 0.06, sky130_fd_sc_hd__fa_1 0.53
sky130_fd_sc_hd__inv_1 0.05, sky130_fd_sc_hd__fa_1 0.52, sky130_fd_sc_hd__inv_1 0.04, sky130_fd_sc_hd__ha_1 0.32, sky130_fd_sc_hd__nor2b_1 0.14, sky130_fd_sc_hd__o21a_1 0.19, sky130_fd_sc_hd__o41ai_2 0.33, sky130_fd_sc_hd__o211ai_1 0.17
sky130_fd_sc_hd__xor2_1 0.17, sky130_fd_sc_hd__ha_1 0.34, sky130_fd_sc_hd__a21o_1 0.21, sky130_fd_sc_hd__a21o_1 0.22, sky130_fd_sc_hd__or3_1 0.31, sky130_fd_sc_hd__nor3_1 0.22, sky130_fd_sc_hd__or2_2 0.16, sky130_fd_sc_hd__o211ai_1 0.07
cells in the final DEF, fill, tap and decap left out, drive strengths merged, types with 31 or more instances in the layout:
cell           Yosys  layout
ha               153     153
a21oi            123     123
nand2            185     185
nand3             31      31
xor2              33      33
inv              255     257
o21ai             52      52
xnor2             50      50
nor2              98      98
dfxtp            131     131
fa               118     118
clkdlybuf4s50      0      35
nor3              33      33
flip-flops by register name, summed over array words and instances (netlist names):
| name | flops |
|---|---|
| fisico.integral.ianterior.guardado | 18 |
| fisico.derivada.anterior.guardado | 8 |
| FSM.pres | 3 |
| fisico.proporcional.guarde.guardado | 16 |
| periodo.cuenta | 20 |
| fisico.guardatodo.guardado | 18 |
| fisico.guardaresta.guardado | 18 |
| fisico.derivada.salidapd.guardado | 15 |
| fisico.integral.sigue.guardado | 18 |
power by group:
group	internal [mW]	leakage [nW]	switching (mW)	total, mW
Clock	0.392	0.309	0.231	0.623
Sequential	0.499	1.08	0.0000000000133	0.499
Combinational	0.484	5.04	0.638	1.12
Total	1.38	6.43	0.869	2.24
layout make-up:
type / count / area share, %
inverter: 255 / 6.66
multi-input combinational: 1113 / 63.6
sequential: 134 / 18.8
clock inverter: 14 / 1.41
clock buffer: 17 / 2.96
tap: 402 / 3.50
timing repair buffer: 48 / 3.12
worst paths after layout:
| path | endpoint | cells past startpoint | slack, ns | from |
|---|---|---|---|---|
| max in group asynchronous | FSM.pres[0]$_DFF_PP0_ | 2 | 8.87 | rst |
| hold reg to reg | fisico.guardatodo.guardado[4]$_SDFFE_PP0P_ | 2 | 0.45 | fisico.guardatodo.guardado[4]$_SDFFE_PP0P_ |
| hold / removal | fisico.guardatodo.guardado[4]$_SDFFE_PP0P_ | 2 | 0.45 | fisico.guardatodo.guardado[4]$_SDFFE_PP0P_ |
| setup / recovery | fisico.integral.sigue.guardado[17]$_SDFFE_PP0P_ | 31 | 1.50 | yactual[1] |
| setup reg to reg | fisico.integral.sigue.guardado[17]$_SDFFE_PP0P_ | 23 | 4.06 | FSM.pres[2]$_DFF_PP0_ |
| min in group asynchronous | FSM.pres[1]$_DFF_PP0_ | 2 | 1.65 | rst |
Power figures rest on the tool's default switching activity, not on a simulated workload.
